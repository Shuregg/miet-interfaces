$ cat ./design.v
`timescale 1ns / 1ps
module encoder
(
  input  logic         clk_i,
  input  logic         arst_i,
  input  logic         data_i,
  output logic [7:0]  data_o
);
parameter max_tab_in  = 4;
parameter max_tab_out = 8;
integer seq_bit_cnt = 0;
logic  [max_tab_in-1:0]  SR_IN;
logic  [max_tab_out-1:0] SR_OUT;
logic                    last_bit_out;
always_ff @(posedge clk_i or negedge arst_i) begin
  if(!arst_i) begin
    data_o      <= 8'b0;
    seq_bit_cnt  = 0;
  end else begin
      SR_IN <= {SR_IN[2:0], data_i};
      seq_bit_cnt = seq_bit_cnt + 1;
      case(seq_bit_cnt)
        4: begin
          case(SR_IN)
            4'b0010: begin  
              SR_OUT <= {
                SR_OUT[0],  SR_OUT[0],
               ~SR_OUT[0], ~SR_OUT[0],
               ~SR_OUT[0],  SR_OUT[0],
                SR_OUT[0],  SR_OUT[0]};
              data_o <= {
                SR_OUT[0],  SR_OUT[0],
               ~SR_OUT[0], ~SR_OUT[0],
               ~SR_OUT[0],  SR_OUT[0],
                SR_OUT[0],  SR_OUT[0]};
              seq_bit_cnt = 0;
            end
            4'b0011: begin   
              SR_OUT <= {
                SR_OUT[0],  SR_OUT[0],
                SR_OUT[0],  SR_OUT[0],
               ~SR_OUT[0], ~SR_OUT[0],
               ~SR_OUT[0], ~SR_OUT[0]};
              seq_bit_cnt = 0;
              data_o <= {
                SR_OUT[0],  SR_OUT[0],
                SR_OUT[0],  SR_OUT[0],
               ~SR_OUT[0], ~SR_OUT[0],
               ~SR_OUT[0], ~SR_OUT[0]};
            end
            default: begin
              SR_OUT <= SR_OUT;
              data_o <= SR_OUT;
              seq_bit_cnt = 2;
            end
          endcase
        end
        3: begin
          case(SR_IN[2:0]) 
            3'b000: begin  
              SR_OUT <= {SR_OUT[1:0], 
                SR_OUT[0],  SR_OUT[0],
                SR_OUT[0], ~SR_OUT[0], 
               ~SR_OUT[0], ~SR_OUT[0]};
              data_o <= {SR_OUT[1:0], 
                SR_OUT[0],  SR_OUT[0],
                SR_OUT[0], ~SR_OUT[0], 
               ~SR_OUT[0], ~SR_OUT[0]};
              seq_bit_cnt = 0;
            end
            3'b010: begin  
              SR_OUT <= {SR_OUT[1:0],
               ~SR_OUT[0], ~SR_OUT[0],
               ~SR_OUT[0],  SR_OUT[0],
                SR_OUT[0],  SR_OUT[0]};
              data_o <= {SR_OUT[1:0],
               ~SR_OUT[0], ~SR_OUT[0],
               ~SR_OUT[0],  SR_OUT[0],
                SR_OUT[0],  SR_OUT[0]};
              seq_bit_cnt = 0;
            end
            3'b011: begin  
              SR_OUT <= {SR_OUT[1:0],
                SR_OUT[0],  SR_OUT[0],  
               ~SR_OUT[0], ~SR_OUT[0],  
               ~SR_OUT[0], ~SR_OUT[0]}; 
              data_o <= {SR_OUT[1:0],
                SR_OUT[0],  SR_OUT[0],  
               ~SR_OUT[0], ~SR_OUT[0],  
               ~SR_OUT[0], ~SR_OUT[0]}; 
              seq_bit_cnt = 0;
            end
            default: begin
              SR_OUT <= SR_OUT;
              data_o <= SR_OUT;
              seq_bit_cnt = 2;
            end
          endcase
        end
        2: begin
          case(SR_IN[1:0]) 
            2'b10: begin  
              SR_OUT <= {SR_OUT[3:0],
                SR_OUT[0], ~SR_OUT[0],  
               ~SR_OUT[0], ~SR_OUT[0]}; 
              data_o <= {SR_OUT[3:0],
                SR_OUT[0], ~SR_OUT[0],  
               ~SR_OUT[0], ~SR_OUT[0]}; 
              seq_bit_cnt = 0;
            end
            2'b11: begin  
              SR_OUT <= {SR_OUT[3:0],
               ~SR_OUT[0], ~SR_OUT[0],
               ~SR_OUT[0], ~SR_OUT[0]};
              data_o <= {SR_OUT[3:0],
               ~SR_OUT[0], ~SR_OUT[0],
               ~SR_OUT[0], ~SR_OUT[0]};
              seq_bit_cnt = 0;
            end
            default: begin
              SR_OUT <= SR_OUT;
              data_o <= SR_OUT;
            end
          endcase
        end
        default:  begin
          SR_OUT <= SR_OUT;
          data_o <= SR_OUT;
        end
      endcase
    end
end
endmodule
$ cat ./run.sh
#!/bin/bash
# OpenROAD 26Q1-2900-gdf79404cd8, Yosys 0.63+post, stock flow scripts
make -C /OpenROAD-flow-scripts/flow DESIGN_CONFIG=/design/flow/config.mk WORK_HOME=/design/flow/orfs finish
$ cat ./config.mk
export PLATFORM = sky130hd
export DESIGN_NAME = encoder
export DESIGN_NICKNAME = encoder
export VERILOG_FILES = /design/flow/design.v
export SDC_FILE = /design/flow/constraint.sdc
export NUM_CORES = 4
export LEC_CHECK = 1
export CORE_UTILIZATION = 40
$ cat ./constraint.sdc
current_design encoder

set clk_period 8.0
set clk_io_pct 0.2

create_clock -name clk0 -period $clk_period [get_ports {clk_i}]

set non_clock_inputs [all_inputs -no_clocks]
set_input_delay [expr $clk_period * $clk_io_pct] -clock clk0 $non_clock_inputs
set_output_delay [expr $clk_period * $clk_io_pct] -clock clk0 [all_outputs]
==> flow_metrics.tcl <==
# flow metrics
set metrics [dict create \
    tool_warnings 28 \
    cts_sinks 52 \
    worstPathArrival_ns 3.58 \
    ys_warn_count 1 \
    viasPerCell 5.64 \
    tightestPinTransition_ns 0.696 \
    p_int_uw 559 \
    max_freq_mhz 282 \
    grtUsageTotal_pct 17.7 \
    cp_slowest_stage_delay_ns 0.62 \
    numSynthFlops 52 \
    post-route-period-util_pct 44.3 \
    crit_type "register to register" \
    grt_pass1_vias 2047 \
    cts_root_buffer "clkbuf_8" \
    drcViolationCount 0 \
    combPwrFrac_pct 37.8 \
    finalSetupViolations 0 \
    vias 2273 \
    syn_avg_cell_area_um2 10.0 \
    die_width_um 88.0 \
    final_cell_mix "40 x dfrtp_1, 26 x nand2_1, 24 x xnor2_1" \
    fillers 660 \
    slew_headroom_pct 53.2 \
    globalRouteOverflowTotal 0 \
    drive_above_1_share_pct 10.7 \
    postCtsSetupBuffers 0 \
    coreArea_mm2 0.00698 \
    die_y_um 88.0 \
    post_cts_resized 0 \
    maxCapViolations 0 \
    power.switching_uw 317 \
    htree_levels 2 \
    netlist_instances 295 \
    async_flop_share_pct 76.9 \
    powerDensity_mw_per_mm2 273 \
    peakVddDrop_v 0.000103 \
    hold_viol_final 0 \
    rows 30 \
    startpoint_type "register" \
    antenna_found_initial 0 \
    p_leak_uw 0.00125 \
    min_period_ns 3.54 \
    ys_chip_area_mm2 0.00296 \
    wirelength_um 6180 \
    tns_ns 0 \
    path_clk_slew_ns 0.09 \
    n_antenna_cell 0 \
    lay_top_count "dfrtp_1" \
    dp_hpwl_um 4430 \
    cp_cell_sequence "nand4_1, or4b_1, or2_2, xnor2_1, or4_4, nor4_4, and2_1, a31oi_1" \
    use_met2_pct 25.9 \
    num_io_pins 11 \
    dr.first_iter.drc_count 175 \
    cts_made_buffers 5 \
    worst_hold_slack_ns 0.506 \
    final_util_pct 46.0 \
    core_util_floorplan_pct 42.4 \
    top_usage_layer "met1" \
    rsz0062_at_grt "false" \
    cp.required_ns 8.03 \
    ant_nets 0 \
    ys_types 57 \
    worstSkewPairLatency_ns 0.30 \
    ys_seq_share_pct 46.0 \
    grt_util_met3_pct 2.48 \
    crit_path_end_kind "register" \
    critPathTopFamily "simple AND/OR/NAND/NOR gates" \
    status "finished clean" \
    p_seq_share_pct 45.4 \
    slew_viol_final 0 \
    p_sw_share_pct 36.1 \
    postCtsHoldBufs 0 \
    dieArea_mm2 0.00774 \
    finalClockSkew_ns 0.00403 \
    io_buffers 10 \
    grt_pass1_wl_um 10500 \
    grt_max_degree 53 \
    topCellsByArea "dfrtp_1 34%, edfxtp_1 12%, xnor2_1 7.1%" \
    cts_tree "built" \
    synth_area_mm2 0.00296 \
    cts_buffer_depth 2 \
    ys_cells 295 \
    route.detailed.wl_per_inst_um 15.3 \
    ys.flop_type "dfrtp_1" \
    syn_to_final_growth_pct 8.63 \
    hold_path_class "register to register" \
    power_frac_clock_pct 16.8 \
    path_max_fanout 10 \
    met1_usage_pct 30.2 \
    edf_count 12 \
    critical_path_buf_inv_count 0 \
    first_pass_iters 5 \
    gp_congestion 0.898 \
    top_area_share_pct 33.8 \
    yosysTopAreaCell "dfrtp_1" \
    slowest_stage "or4b_1" \
]
-- power by group through the flow --
stage | Combinational, uW | Sequential, uW | Clock (uW)
CTS | 331 | 396 | 155
global route | 371 | 406 | 165
finish | 331 | 398 | 148
-- kinds of logic (layout without fill, tap and decap cells) --
group / count (synthesis) / after routing / share of synthesized area [%]
and+or+nand+nor: 131 / 131 / 25.1
buffers and inverters: 15 / 27 / 2.88
AOI/OAI and AO/OA: 58 / 58 / 13.7
DFF: 52 / 52 / 46.0
adders and majority gates: 4 / 4 / 1.69
muxes: 4 / 4 / 1.40
xor gates and xnor gates: 31 / 31 / 9.18
-- layer usage --
layer | part of all wire [%] | vias up
met1 | 51 | 1058
met5 | 0 | -
met3 | 6.0 | 2
met2 | 43 | 80
met4 | 0.47 | 0
li1 | - | 1133
-- Yosys cell counts, types with 3 or more instances --
library cell / n
dfrtp_1: 40
nand2_1: 26
xnor2_1: 24
nor2_1: 18
a21oi_1: 15
nand4_1: 15
nor3_1: 14
nand3_1: 13
edfxtp_1: 12
nor4_1: 10
inv_1: 8
xor2_1: 7
a31oi_1: 5
and2_1: 5
o21ai_0: 5
or2_2: 5
ha_1: 4
o22ai_1: 4
o2bb2ai_1: 4
or3_1: 4
buf_6: 3
mux2i_1: 3
or3_2: 3
-- path summary, 6_finish.rpt --
path                            depth (start not counted)         endpoint  slack [ns]             from
max in group asynchronous                               2        data_o[5]        6.17           arst_i
worst min register to register                          1  seq_bit_cnt[30]        0.51  seq_bit_cnt[30]
worst max register to register                          8        SR_OUT[0]        4.46   seq_bit_cnt[0]
worst min-delay path                                    1  seq_bit_cnt[30]        0.51  seq_bit_cnt[30]
min in group asynchronous                               2        data_o[1]        1.40           arst_i
worst max-delay path                                    8        SR_OUT[0]        4.46   seq_bit_cnt[0]
-- registers in the layout, indices dropped and copies added (netlist names) --
| signal | flops |
|---|---|
| data_o | 8 |
| SR_OUT | 8 |
| SR_IN | 4 |
| seq_bit_cnt | 32 |
-- area by class of cell --
class                           instances  area, um^2  area share, %
Inverter                                8        30.0          0.935
Tap cell                               96         120           3.74
Sequential cell                        52        1360           42.4
Multi-Input combinational cell        228        1510           47.0
Clock buffer                            5        68.8           2.14
Clock inverter                          3        18.8          0.584
Timing Repair Buffer                   11         103           3.19
-- worst reg2reg max path, cell delays in order (launching register included) --
cell and delay, ns:
dfrtp_1 0.48, nand4_1 0.22, or4b_1 0.62, or2_2 0.33, xnor2_1 0.14, or4_4 0.53
nor4_4 0.48, and2_1 0.34, a31oi_1 0.14
-- per-stage QoR --
stage	cell area, um^2	instances	setup slack (ns)	power [uW]
floorplan	2960	295	4.82	629
global placement	3130	395	4.56	735
detailed placement	3130	395	4.47	729
CTS	3210	403	4.47	882
global route	3210	403	4.22	942
finish	3210	403	4.46	876
Power is estimated from default activity; no workload was simulated.
