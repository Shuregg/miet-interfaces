<file path="config.mk">
export PLATFORM = sky130hd
export DESIGN_NAME = encoder_rll_2nd_try
export DESIGN_NICKNAME = encoder_rll_2nd_try
export VERILOG_FILES = /design/flow/design.v
export SDC_FILE = /design/flow/constraint.sdc
export NUM_CORES = 4
export LEC_CHECK = 1
export CORE_AREA = 10 10 102 102
export DIE_AREA = 0 0 112 112
</file>
<file path="constraint.sdc">
current_design encoder_rll_2nd_try

set clk_period 2.0
set clk_io_pct 0.2

create_clock -name clk0 -period $clk_period [get_ports {clk_i}]

set non_clock_inputs [all_inputs -no_clocks]
set_input_delay [expr $clk_period * $clk_io_pct] -clock clk0 $non_clock_inputs
set_output_delay [expr $clk_period * $clk_io_pct] -clock clk0 [all_outputs]
</file>
<file path="design.v">
`timescale 1ns / 1ps
module encoder_rll_2nd_try
  (
    input logic         clk_i,
    input logic  [3:0]  data_i,
    output logic [7:0]  data_o
  );
  parameter [1:0]  buff_width      = 4;
  logic     [3:0]  buffer_in;
  logic     [7:0]  buffer_out;
  integer          clock_delay_cnt = 0;
  always_ff @(posedge clk_i) begin
    buffer_in <= data_i;
    case(buffer_in)
        4'b1111: begin  
          buffer_out = {
           buffer_out[3],  buffer_out[2],
           buffer_out[1],  buffer_out[0],
          ~buffer_out[0], ~buffer_out[0],
          ~buffer_out[0], ~buffer_out[0]};
          data_o = buffer_out;
        end
        4'b0111: begin  
          buffer_out <= {
           buffer_out[3],  buffer_out[2],
           buffer_out[1],  buffer_out[0],
          ~buffer_out[0], ~buffer_out[0],
          ~buffer_out[0], ~buffer_out[0]};
          data_o = buffer_out;
        end
        4'b0110: begin  
          buffer_out = {
           buffer_out[3],  buffer_out[2],
           buffer_out[1],  buffer_out[0],
           buffer_out[0], ~buffer_out[0],  
          ~buffer_out[0], ~buffer_out[0]}; 
          data_o = buffer_out;
        end
        4'b1110: begin  
          buffer_out = {
           buffer_out[3],  buffer_out[2],
           buffer_out[1],  buffer_out[0],
           buffer_out[0], ~buffer_out[0],  
          ~buffer_out[0], ~buffer_out[0]}; 
          data_o = buffer_out;
        end
        4'b1011: begin  
          buffer_out = {
           buffer_out[1],  buffer_out[0],
           buffer_out[0],  buffer_out[0],  
          ~buffer_out[0], ~buffer_out[0],  
          ~buffer_out[0], ~buffer_out[0]}; 
          data_o = buffer_out;
        end
        4'b1010: begin  
          buffer_out = {
           buffer_out[1],  buffer_out[0],
          ~buffer_out[0], ~buffer_out[0],
          ~buffer_out[0],  buffer_out[0],
           buffer_out[0],  buffer_out[0]};
           data_o = buffer_out;
        end
        4'b0000: begin  
          buffer_out = {
           buffer_out[1],  buffer_out[0], 
           buffer_out[0],  buffer_out[0],
           buffer_out[0], ~buffer_out[0], 
          ~buffer_out[0], ~buffer_out[0]};
          data_o = buffer_out;
        end
        4'b1000: begin  
          buffer_out = {
           buffer_out[1],  buffer_out[0], 
           buffer_out[0],  buffer_out[0],
           buffer_out[0], ~buffer_out[0], 
          ~buffer_out[0], ~buffer_out[0]};
          data_o = buffer_out;
        end
        4'b0011: begin  
          buffer_out = {
           buffer_out[0],  buffer_out[0],
           buffer_out[0],  buffer_out[0],
          ~buffer_out[0], ~buffer_out[0],
          ~buffer_out[0], ~buffer_out[0]};
        end
        4'b0010: begin  
          buffer_out = {
           buffer_out[0],  buffer_out[0],
          ~buffer_out[0], ~buffer_out[0],
          ~buffer_out[0],  buffer_out[0],
           buffer_out[0],  buffer_out[0]};
           data_o = buffer_out;
        end
        default: begin
        end
    endcase
  end
endmodule
</file>
<file path="run.sh">
#!/bin/bash
# OpenROAD 26Q1-2900-gdf79404cd8, Yosys 0.63+post, stock flow scripts
make -C /OpenROAD-flow-scripts/flow DESIGN_CONFIG=/design/flow/config.mk WORK_HOME=/design/flow/orfs finish
</file>
==> run_results.csv <==
group,metric,value,unit
synth,synth_warnings,1,
cts,cts_tree,"done",
finish,drive_gt1_frac,0.1376,
synth,area_leaders,"edfxtp_1 (42%), dfxtp_1 (8.0%), o22ai_1 (5.0%), xnor2_1 (4.4%), buf_4 (3.8%)",
floorplanning,die_area,12540,um^2
sta,post-route-period-util,0.8183,
critical_path,required,2000,ps
cts,cts_resized,0,
power_and_ir_drop,switchingPower,225.2,uW
synth,synth_cell_types,33,
detailed_routing,via_count,757,
global_routing,antenna_found_initial,0,
detailed_routing,firstDrtPassIters,4,
run_status,outcome,"finished, final reports clean",
sta,fmaxAchievable,0.6110,GHz
synth,post-synth-top-count-cell,"edfxtp_1",
synth,ys.flop_type,"edfxtp_1",
sta,rsz0062_at_grt,"no",
placed_design,gp_congestion,0.8754,
flow_run,cap_violations,0,
floorplanning,num_rows,33,
min_path,hold_end,"buffer_in[2]",
detailed_routing,wl_per_cell,9.799,um
synth,synth-edff-count,14,
synth,yosysTopAreaCell,"edfxtp_1",
critical_path,critPathMaxFanout,17,
power_and_ir_drop,pwr-share-clk,0.266,
floorplanning,dieWidth,112,um
critical_path,cp_top_family,"flip-flops",
cts,clock_latency,250,ps
critical_path,path_buffers,0,
sta,tightest_slew,626.5,ps
detailed_routing,wirelength,2.097,mm
finish,post-route-util,0.1555,
synth,top_area_frac,0.4200,
cts,cts_setup_buffers,0,
critical_path,slowest_stage,"dfxtp_1",
sta,post-route-min-period,1637,ps
critical_path,crit_path_start_kind,"flop",
cts,htreeDepth,1,
synth,common_cells,"edfxtp_1 (14), o22ai_1 (8), a21oi_1 (7), nor2_1 (6)",
synth,syn_area,1001,um^2
critical_path,critical_path.max_stage_delay,630,ps
critical_path,reg2reg_slack,360,ps
finish,fillers,904,
sta,holdWs,599.2,ps
placed_design,port_buffers,12,
synth,async_flop_share,0,
cts,cts_num_sinks,18,
synth,postSynthSeqShare,0.5000,
min_path,hold_path_class,"input pin to flop",
sta,hold_viol_final,0,
placed_design,hpwl,1.547,mm
power_and_ir_drop,power.internal,703.1,uW
detailed_routing,antenna_left,0,
detailed_routing,drc,0,
power_and_ir_drop,sw_frac_of_total,0.2426,
synth,syn_avg_cell_area,10.32,um^2
sta,skew,2.343,ps
min_path,whs_path_depth,1,
cts,cts_inserted_buffers,3,
global_routing,grt_pass1_wl,3.470,mm
detailed_routing,diodes,0,
critical_path,path_class,"flop to flop",
synth,syn_inst,97,
finish,area_growth,27.63,%
critical_path,reg2reg_from,"buffer_in[2]",
cts,clock-root-buffer,"clkbuf_8",
floorplanning,core_area,8217,um^2
cts,clockBufferDepth,2,
critical_path,crit_top_cell,"o21ai_1",
sta,finalSetupTns,0,ps
flow_run,warnings,25,
critical_path,critical_path.cell_chain,"and2b_4, o21ai_1, o21ai_1, o22a_1",
floorplanning,fp_util,0.1218,
floorplanning,fp.dieH,112,um
sta,finalSetupViolCount,0,
power_and_ir_drop,p_comb_frac,0.194,
power_and_ir_drop,powerDensity,726.7,nW/um^2
cts,cts_hold_buffers,0,
critical_path,worstRegToRegCells,4,
cts,clk_pin_slew,60,ps
sta,max_slew_margin,0.5818,
power_and_ir_drop,ir_worst_vdd,0.2029,mV
global_routing,grt-ovfl-total,0,
detailed_routing,detail_route.vias_per_cell,3.537,
min_path,hp-start,"data_i[2]",
sta,slew_viol_final,0,
critical_path,endpoint_kind,"flop",
power_and_ir_drop,p_seq_frac,0.540,
global_routing,grt_pass1_vias,692,
synth,yosysChipArea,1001,um^2
detailed_routing,drtIter0Drc,20,
critical_path,regToRegEndpoint,"data_o[5]",
power_and_ir_drop,cellLeakagePower,0.4207,nW
critical_path,crit_cells,4,
synth,synth_flops,18,
synth,ys_cells,97,
floorplanning,boundaryPins,13,
global_routing,grt_use_total,0.03257,
global_routing,grt_max_degree,22,
critical_path,critical_path_arrival,1640,ps
==> kinds of logic after synthesis <==
logic type / synth area share
compound gates: 0.2138
simple gates: 0.1600
flops: 0.5000
buf+inv: 0.07250
xor+xnor: 0.04375
mux: 0.01000
==> metal layers <==
metal	part of all wire	global-route usage
met1	0.51	0.04570
met3	0.13	0.02389
met4	0.0067	0.001692
met2	0.35	0.04079
met5	0	0
==> cell usage in the layout, fill, tap and decap left out <==
cell	instances
edfxtp_1	14
clkdlybuf4s50_1	12
o22ai_1	8
a21oi_1	7
nor2_1	6
nor2b_1	5
xnor2_1	5
o21ai_0	5
buf_4	5
dfxtp_1	4
a31oi_1	3
inv_1	3
nand2_1	3
clkbuf_8	3
a32oi_1	2
o21ai_1	2
o22a_1	2
nand2b_1	2
a21o_1	2
inv_2	1
and2b_4	1
nor2_2	1
and3b_1	1
nor4_2	1
nor3_1	1
nand3b_1	1
o21a_1	1
nor2b_2	1
or2_2	1
mux2i_1	1
nor3_2	1
a221oi_1	1
nor3b_1	1
a2bb2oi_1	1
clkinv_1	1
==> final cells by class <==
cell class | instances | area (um^2) | share of cell area
Timing Repair Buffer | 17 | 157.7 | 0.1234
Clock inverter | 1 | 3.754 | 0.002938
Sequential cell | 18 | 500.5 | 0.3918
Multi-Input combinational cell | 66 | 427.9 | 0.3350
Clock buffer | 3 | 41.29 | 0.03232
Tap cell | 105 | 131.4 | 0.1028
Inverter | 4 | 15.01 | 0.01175
==> how the worst max path moves through the flow <==
stage,start,end,slack (ps)
after CTS,buffer_in[2],data_o[5],390
after global routing,buffer_in[2],data_o[5],270
final,buffer_in[2],data_o[5],360
==> sequential cells by signal (all words and copies together), names as in the netlist <==
name	cells
buffer_in	4
data_o	7
buffer_out	7
==> stage by stage <==
step           total power [mW]  area (um^2)  cells  worst slack [ps]
5_1_grt                  0.9807         1277    214             265.2
4_1_cts                  0.9404         1277    214             392.1
2_1_floorplan            0.6141         1001     97             285.9
6_report                 0.9283         1277    214             363.3
3_3_place_gp             0.6926         1232    210             442.0
3_5_place_dp             0.6900         1232    210             423.6
==> power by group through the flow <==
stage	Sequential [mW]	Clock [mW]	Combinational (mW)
CTS	0.501	0.257	0.182
global route	0.510	0.269	0.201
finish	0.502	0.247	0.180
No activity file was given, so power comes from the tool's default toggle rates.
